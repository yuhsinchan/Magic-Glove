File: run.sh
#!/bin/bash
# OpenROAD 26Q1-2900-gdf79404cd8, Yosys 0.63+post, stock flow scripts
make -C /OpenROAD-flow-scripts/flow DESIGN_CONFIG=/design/flow/config.mk WORK_HOME=/design/flow/orfs finish
File: config.mk
export PLATFORM = sky130hd
export DESIGN_NAME = Normalize
export DESIGN_NICKNAME = Normalize
export VERILOG_FILES = /design/flow/design.v
export SDC_FILE = /design/flow/constraint.sdc
export NUM_CORES = 4
export LEC_CHECK = 1
export CORE_UTILIZATION = 40
File: constraint.sdc
current_design Normalize

set clk_period 167.6
set clk_io_pct 0.2

create_clock -name clk0 -period $clk_period

set non_clock_inputs [all_inputs -no_clocks]
set_input_delay [expr $clk_period * $clk_io_pct] -clock clk0 $non_clock_inputs
set_output_delay [expr $clk_period * $clk_io_pct] -clock clk0 [all_outputs]
File: design.v
module Normalize (
    input  [15:0] i_data,   
    input  [15:0] i_std,    
    input  [15:0] i_mean,   
    output [15:0] o_norm    
);
    logic [23:0] ext_data, ext_norm;
    assign ext_data = {i_data - i_mean, 8'b0};
    assign ext_norm = ($signed(ext_data) > 0) ? (ext_data / i_std) : -(-ext_data / i_std);
    assign o_norm   = ext_norm[15:0];
endmodule
==> flow_summary.yaml <==
# flow metrics
outcome:
  status: "finished, violations left"
  violations: "DRC"
worst_setup_path:
  max_stage_delay_ns: 0.86
  cp-start-kind: "input port"
  endpoint_kind: "primary output"
  crit_required_ns: 134.08
  cpMostUsedCell: "a21o_1"
  critPathSlowestCell: "a2111oi_0"
  worstPathMaxFanout: 27
  critical_path_class: "input port to primary output"
  cp.arrival_ns: 98.76
synthesis:
  synth_top_cell_by_area: "ha_1"
  yosys_cells: 2418
  syn_area_mm2: 0.01669
  syn_area_per_cell_um2: 6.904
  yosys-top-cells-count: "ha_1, nand2_1, nor2_1, a21oi_1, o21ai_0"
  yosysWarnings: 0
  ys_area_mm2: 0.01669
  yosysUniqueCellTypes: 105
  top_area_share_pct: 20.69
  synth_cells: 2418
  topCellsByArea: "ha_1, xnor2_1, a21oi_1"
  synth_dominant_cell_count: "ha_1"
  ys_seq_share_pct: 0
final_timing:
  worstMarginPinSlew_ns: 0.9703
  period_used_pct: 78.92
  max_freq_mhz: 7.560
  tns_ns: 0
  hold_violations: 0
  setup_viol_count_final: 0
  relSlewSlack_pct: 33.64
  rsz0062_at_grt: "no"
  final_max_slew_viol_count: 0
  fin_crit_ns: 132.28
layout:
  ff_latch_area_um2: 0
  n_clock_buffer: 0
  syn2layout_area_growth_pct: 7.952
  seq_cells: 0
  stdcell_area_mm2: 0.01802
  drive_gt1_share_pct: 7.294
grt:
  antenna_found_initial: 0
  grt_util_all_layers_pct: 27.84
  grt_max_degree: 30
  first_global_vias: 16560
  grt_pass1_wl_mm: 91.78
  grt_overflow: 0
routing:
  ant_nets: 0
  vias: 18430
  drt_wl_total_mm: 58.91
  wl_per_cell_um: 19.73
  antenna-diode-count: 0
  viasPerCell: 6.170
  drt_iter0_drc: 1372
  route.detailed.drc: 1
  firstDrtPassIters: 48
hold_path:
  hold_class: "input port to primary output"
floorplan:
  rows: 74
  initCoreUtil_pct: 40.70
  chip_area_mm2: 0.04256
  ios: 64
  die_h_um: 206.3
  fp.coreArea_mm2: 0.04102
  die-width_um: 206.3
placed_design:
  globalplace.congestion: 1.035
  hpwlAfterDp_mm: 47.67
  placedInstanceArea_mm2: 0.01802
  portBuffers: 64
run:
  tool_warnings: 36
  drv_cap: 0
clocking:
  cts_resized: 0
  postCtsSetupBuffers: 0
  cts_hold_buffers: 0
final cells by class:
type	instances	area (um2)
Tap cell	532	665.6
Timing Repair Buffer	100	910.9
Inverter	119	446.7
Multi-Input combinational cell	2235	16000
Fill cell	4109	23000
routing by layer:
layer	wire (um)	vias up	part of all wire [%]	track usage, %
li1	-	9219	-	-
met1	28250	8476	48	41.42
met2	24660	640	42	41.96
met3	4252	90	7.2	3.559
met4	1746	0	3.0	7.143
met5	0	-	0	0
critical path: cells and delay by family:
kind	cells	cell delay, ns
AND-OR/OR-AND	152	38.01
AND/OR/NAND/NOR	59	13.19
adder cells (fa/ha/maj)	27	8.28
buffers and inverters	13	2.80
multiplexers	8	2.38
XOR/XNOR	1	0.44
placed cells by master (no fill, tap or decap), types with 17 or more instances in the layout:
master           count
nor2_1             221
o21bai_1            25
o211ai_1            31
clkdlybuf4s50_1     64
nand3_1             63
xnor2_1            133
and3_1              30
nor2b_1             22
or3_1               30
a21boi_0            20
nand4_1             29
mux2i_1             27
and2_1              31
nor3_1              76
o31ai_1             33
buf_4               36
a31oi_1             28
mux2_2              72
nand2b_1            26
o21ai_0            144
a21o_1              81
ha_1               276
o21a_1              66
inv_1              119
nand2_1            225
nor4_1              17
a21oi_1            214
xor2_1              54
logic make-up (layout without fill, tap and decap cells):
logic type                 after synthesis  after routing  share of synthesized area, %
and+or+nand+nor                        830            830                         24.14
muxes                                  102            102                         6.723
adders and majority gates              278            278                         20.93
buffers and inverters                  183            219                         4.197
AOI/OAI and AO/OA                      838            838                         34.20
xor gates and xnor gates               187            187                         9.811
through the flow:
stage	cells	setup slack (ns)	utilization [%]	hold WS, ns
5_1_grt	2986	30.79	43.94	68.73
4_1_cts	2986	36.47	43.94	68.71
3_3_place_gp	2986	37.41	43.94	68.70
2_1_floorplan	2418	45.31	-	67.45
6_report	2986	35.32	43.94	68.67
3_5_place_dp	2986	36.71	43.94	68.71
final timing paths:
check	startpoint	endpoint	slack, ns	cells after the start
min	i_std[9]	o_norm[15]	68.67	5
max	i_mean[0]	o_norm[14]	35.32	260
